$ cat run.sh
#!/bin/bash
# OpenROAD 26Q1-2900-gdf79404cd8, Yosys 0.63+post, stock flow scripts
make -C /OpenROAD-flow-scripts/flow DESIGN_CONFIG=/design/flow/config.mk WORK_HOME=/design/flow/orfs finish
$ cat config.mk
export PLATFORM = sky130hd
export DESIGN_NAME = stallingControl
export DESIGN_NICKNAME = stallingControl
export VERILOG_FILES = /design/flow/design.v
export SDC_FILE = /design/flow/constraint.sdc
export NUM_CORES = 4
export LEC_CHECK = 1
export CORE_AREA = 10 10 70 70
export DIE_AREA = 0 0 80 80
$ cat design.v
module stallingControl(ID_EX_memRead,ID_EX_rt,IF_ID_rs,IF_ID_rt,stallSignal);
	input ID_EX_memRead; 
	input [4:0] ID_EX_rt,IF_ID_rs,IF_ID_rt;		
	output reg stallSignal;
	always@(ID_EX_memRead or ID_EX_rt or IF_ID_rs or IF_ID_rt) 
		begin			 
			if(ID_EX_memRead)
				begin
					if( (ID_EX_rt==IF_ID_rs) || (ID_EX_rt==IF_ID_rt) )
						begin stallSignal=1;	   	 end
					else
						begin stallSignal=0;	  	 end
				end	
			else
				begin stallSignal=0;	   	 end
		end
endmodule  
$ cat constraint.sdc
current_design stallingControl

set clk_period 1.5
set clk_io_pct 0.2

create_clock -name clk0 -period $clk_period

set non_clock_inputs [all_inputs -no_clocks]
set_input_delay [expr $clk_period * $clk_io_pct] -clock clk0 $non_clock_inputs
set_output_delay [expr $clk_period * $clk_io_pct] -clock clk0 [all_outputs]
==> results.toml <==
# synthesis and place-and-route metrics
[global_route]
grt_pass1_wl_um = 807
gr-total-overflow = 0
grt_util_all_layers_pct = 1.52
grt_pass1_vias = 166
grt_max_degree = 3
antenna_found_initial = 0

[final_timing]
hold_viol_final = 0
rsz0062_at_grt = "no"
worst_pin_slew_ns = 0.178
setup_viol = 0
finalCritPeriodShare_pct = 94.7
maxSlewHeadroom_pct = 88.0
period_minus_slack_ns = 1.42
slew_violations = 0
setup_ws_ns = 0.0795
setup_tns_ns = 0
fmaxAchievable_mhz = 704

[power_and_ir_drop]
vdd_ir_drop_max_mv = 0.0257
finalPower_w = 0.0000710
p_leak_nw = 0.133
power_density_nw_per_um2 = 211

[floorplan]
dieArea_um2 = 6400
die_x_um = 80
die_h_um = 80
initial_core_util_pct = 3.33
row_count = 21
design.core.area_um2 = 3420
num_io_pins = 17

[layout]
clock_buffers = 0
fillers = 401
logic_area_um2 = 121
syn_to_final_growth_pct = 196
lay_top_count = "dlygate4sd2_1"
regArea_um2 = 0
layout-drive-gt1-share_pct = 9.09
lay_top_cells = "14 x dlygate4sd2_1, 9 x xnor2_1, 2 x nand4_1, 2 x nand2_1"
flops = 0

[synth]
synth.avg_cell_area_um2 = 7.59
synth_cell_type_count = 4
yosysChipArea_um2 = 114
ys.warnings.count = 1
ys_cells = 15
synth_area_um2 = 114
netlist_instances = 15
yosysSeqAreaShare_pct = 0

[placed_design]
dpl.hpwl_um = 531
port_buffers = 17
routabilityCongestion = 0.828
dp_slack_ns = -0.550

[hold_path]
hold_class = "input port to primary output"

[route]
avgViaCountPerCell = 2.04
via_count = 161
diodes = 0
drt_pass1_iterations = 2
ant_nets = 0
drcViolationCount = 0
wl_per_cell_um = 7.13
first_iter_violations = 1
wl_um = 563

[worst_setup_path]
worst_setup_path_start_kind = "input port"
critical_path_buf_inv_count = 2
cp.required_ns = 1.20
critical_path_class = "input port to primary output"
cp-end-kind = "primary output"
slowest_stage = "dlygate4sd2_1"
crit_family = "buffers and inverters"
cp_max_fo = 2
cp_slowest_stage_delay_ns = 0.28
crit_arrival_ns = 1.12
path_cells = "dlygate4sd2_1 > xnor2_1 > nand4_1 > o22ai_1 > buf_2"

[flow_run]
warnings = 32
maxCapViolations = 0

[cts]
post_cts_buffers = 0
cts_hold_buf = 0

[run_status]
status = "completed"
[report_power, final]
part	internal, W	switching (W)
registers	0	0
clock network	0	0
logic	0.0000460	0.0000250
[synthesized netlist by cell type]
cell | count | share of area, %
xnor2_1 | 10 | 77
nand2_1 | 2 | 6.6
nand4_1 | 2 | 11
o22ai_1 | 1 | 5.5
[layout make-up]
class | instances | share of cell area [%]
Timing Repair Buffer | 18 | 46.8
Multi-Input combinational cell | 15 | 36.1
Tap cell | 46 | 17.1
[logic make-up after synthesis]
kind of cell,share of synthesized area [%]
simple gates,17.6
compound gates,5.50
xor+xnor,76.9
[through the flow]
step | cells | util (%) | instance area, um2 | hold WS [ns]
detailed placement | 79 | 10.2 | 349 | 1.54
finish | 79 | 9.85 | 337 | 0.987
global route | 79 | 9.85 | 337 | 1.03
CTS | 79 | 9.56 | 327 | 1.10
global placement | 79 | 10.2 | 349 | 1.56
floorplan | 15 | - | 114 | 0.670
[final timing paths]
kind,from,slack [ns],cells after the start,end
max,ID_EX_rt[2],0.08,5,stallSignal
min,IF_ID_rt[0],0.99,5,stallSignal
[what timing repair did]
| action | in CTS | in global routing |
|---|---|---|
| pin swaps | 13 | 1 |
| gates resized | 17 | 2 |
| setup endpoints to repair | 1 | 1 |
[metal layers]
layer  vias up  wire (um)  GRT usage [%]
met5         -          0              0
met1        62        239           1.91
met3         0         85          0.682
met2        11        239           2.49
met4         0          0              0
li1         88          -              -
