==> ./design.v <==
module ForwardControl(EX_MEM_regWrite,MEM_WB_regWrite,EX_MEM_rd,MEM_WB_rd,MEM_WB_rt,regNoToCompareWz,forwardSignal);
	input EX_MEM_regWrite,MEM_WB_regWrite;
	input [4:0]	EX_MEM_rd,MEM_WB_rd,MEM_WB_rt,regNoToCompareWz;
	output reg[1:0]forwardSignal; 				 
	always@(EX_MEM_regWrite or MEM_WB_regWrite or EX_MEM_rd or MEM_WB_rd or regNoToCompareWz or MEM_WB_rt)
		begin  
			if( (EX_MEM_rd==regNoToCompareWz)&& EX_MEM_regWrite	&& (EX_MEM_rd!=0) )
				begin
					forwardSignal<=01; 
				end
			else if( (MEM_WB_rd==regNoToCompareWz)&& MEM_WB_regWrite && (MEM_WB_rd!=0) )		
				begin
					forwardSignal<=10; 
				end
			else if( (MEM_WB_rt==regNoToCompareWz)&& MEM_WB_regWrite && (MEM_WB_rt!=0) )		   
				begin
					forwardSignal<=11; 
				end
			else
				forwardSignal<=00; 
		end
	endmodule
==> ./run.sh <==
#!/bin/bash
# OpenROAD 26Q1-2900-gdf79404cd8, Yosys 0.63+post, stock flow scripts
make -C /OpenROAD-flow-scripts/flow DESIGN_CONFIG=/design/flow/config.mk WORK_HOME=/design/flow/orfs finish
==> ./config.mk <==
export PLATFORM = sky130hd
export DESIGN_NAME = ForwardControl
export DESIGN_NICKNAME = ForwardControl
export VERILOG_FILES = /design/flow/design.v
export SDC_FILE = /design/flow/constraint.sdc
export NUM_CORES = 4
export LEC_CHECK = 1
export CORE_AREA = 10 10 70 70
export DIE_AREA = 0 0 80 80
==> ./constraint.sdc <==
current_design ForwardControl

set clk_period 2.0
set clk_io_pct 0.2

create_clock -name clk0 -period $clk_period

set non_clock_inputs [all_inputs -no_clocks]
set_input_delay [expr $clk_period * $clk_io_pct] -clock clk0 $non_clock_inputs
set_output_delay [expr $clk_period * $clk_io_pct] -clock clk0 [all_outputs]
==> flow_metrics.env <==
# physical design summary
export IMPL_ys_warn_count=1
export IMPL_period_needed_ns=1.91
export IMPL_place_congestion=0.654
export IMPL_hp_start="regNoToCompareWz[4]"
export IMPL_lay_top_cells="dlygate4sd2_1 (13), xor2_1 (9), buf_4 (6)"
export IMPL_grtUsageTotal_pct=3.12
export IMPL_vdd_drop_max_mv=0.0228
export IMPL_crit_chain="dlygate4sd2_1 -> xor2_1 -> nor3_1 -> nand4_1 -> buf_4 -> a21boi_2 -> clkbuf_2"
export IMPL_dieArea_mm2=0.00640
export IMPL_crit_buf_inv=3
export IMPL_synth_distinct_cells=13
export IMPL_ff_count=0
export IMPL_hold_end="forwardSignal[0]"
export IMPL_setup_tns_ns=0
export IMPL_ant_nets=0
export IMPL_cp_slowest_cell="dlygate4sd2_1"
export IMPL_highest_layer="met3"
export IMPL_via_count=335
export IMPL_p_per_area_mw_per_mm2=151
export IMPL_worst_pin_slew_ns=0.247
export IMPL_syn_to_final_growth_pct=144
export IMPL_p_leak_nw=0.225
export IMPL_die_h_um=80
export IMPL_yosys_area_um2=228
export IMPL_pre_cts_ws_ns=-0.510
export IMPL_die_x_um=80
export IMPL_post_drt_wl_per_cell_um=10.3
export IMPL_finalHoldViolCount=0
export IMPL_slew_viol_final=0
export IMPL_relSlewSlack_pct=83.4
export IMPL_netlist_area_um2=228
export IMPL_ctsHoldBuffers=0
export IMPL_initCoreUtil_pct=6.67
export IMPL_initialDrtViolationCount=3
export IMPL_dr_pass1_iters=2
export IMPL_synth_cells=33
export IMPL_syn_mean_instance_area_um2=6.90
export IMPL_min_path_type="input pin to output pin"
export IMPL_path_delay_family="buffers and inverters"
export IMPL_io_pins=24
export IMPL_final_common_cell="dlygate4sd2_1"
export IMPL_yosysCellCount=33
export IMPL_worstPathMaxFanout=2
export IMPL_drv_cap=0
export IMPL_clock_buffers=0
export IMPL_setup_violations=0
export IMPL_num_fill_cells=400
export IMPL_wl_met2_um=549
export IMPL_overflow=0
export IMPL_wirelength_mm=1.13
export IMPL_worstSetupEndpointType="output pin"
export IMPL_postSynthSeqShare_pct=0
export IMPL_antenna_found_initial=1
export IMPL_wl_met1_um=457
export IMPL_fmax_mhz=524
export IMPL_drc_errors=0
export IMPL_worstPathArrival_ns=1.51
export IMPL_vias_per_cell=3.05
export IMPL_rsz0062_at_grt="false"
export IMPL_logic_area_um2=249
export IMPL_drive_gt1_share_pct=30.2
export IMPL_first_global_vias=349
export IMPL_port_buffers=24
export IMPL_outcome="finished clean"
export IMPL_cpPeakStageDelay_ns=0.25
export IMPL_cp_required_ns=1.60
export IMPL_warning_count=32
export IMPL_finalCritPeriodShare_pct=95.4
export IMPL_crit_type="input pin to output pin"
export IMPL_setup_ws_ns=0.0927
export IMPL_grt_pass1_wl_mm=1.61
export IMPL_coreArea_mm2=0.00342
export IMPL_flop_area_um2=0
export IMPL_min_path_cells=6
export IMPL_wl_met3_um=122
export IMPL_start_kind="input pin"
export IMPL_placementRows=21
export IMPL_grt_max_degree=7
==> report_power, final <==
part / total [mW] / leakage [nW] / switching [mW] / internal (mW)
clock: 0.0000000668 / 0.00000634 / 0 / 0.0000000668
combinational: 0.0839 / 0.225 / 0.0343 / 0.0496
sequential: 0 / 0 / 0 / 0
==> timing repair <==
item / 4_1_cts / 5_1_grt
pin swaps: 14 / 6
hold endpoints to repair: 0 / 0
gates resized: 36 / 8
buffers inserted: 2 / 0
setup endpoints to repair: 2 / 2
==> stage by stage <==
step	cell area [um^2]	cells	total power [mW]	hold slack (ns)	util (%)
floorplan	228	33	0.0276	0.881	-
global placement	556	107	0.0927	1.77	16.3
detailed placement	556	107	0.0938	1.77	16.3
CTS	572	109	0.0861	1.50	16.7
global route	556	110	0.0922	1.34	16.3
finish	556	110	0.0839	1.30	16.3
==> routing by layer <==
metal	up-vias	track usage, %
met5	-	0
met2	12	5.78
met3	0	1.70
li1	183	-
met1	140	3.16
met4	0	0
==> synthesized netlist by cell type <==
cell type  count  share of area [%]
nand4_1        3                8.2
xnor2_1        3                 12
a21boi_1       1                3.3
and4_1         1                3.8
or2_1          2                5.5
nor4_1         3                8.2
o21ai_1        1                2.2
xor2_1         9                 35
nor3_1         3                6.6
or2_2          1                2.7
o21ai_0        2                4.4
o21ai_2        1                3.8
nand2_1        3                4.9
==> cell families (layout without fill, tap and decap cells) <==
kind of cell / count (synthesis) / after routing / synth area share [%]
other: 0 / 1 / 0
AND/OR/NAND/NOR: 16 / 16 / 40.1
XOR/XNOR: 12 / 12 / 46.2
AND-OR/OR-AND: 5 / 5 / 13.7
buffers and inverters: 0 / 30 / 0
==> final cells by class <==
| cell class | instances | share of cell area [%] |
|---|---|---|
| antenna | 1 | 0.450 |
| multi-input combinational | 33 | 44.8 |
| timing repair buffer | 30 | 44.4 |
| tap | 46 | 10.4 |
==> worst max path at each step <==
stage,start,end,slack [ns],depth (start not counted)
after CTS,regNoToCompareWz[0],forwardSignal[0],0.005,8
after global routing,MEM_WB_rt[3],forwardSignal[1],0.01,7
final,MEM_WB_rt[3],forwardSignal[1],0.09,7
Power is estimated from default activity; no workload was simulated.
