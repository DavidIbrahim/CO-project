### flow/run.sh
#!/bin/bash
# OpenROAD 26Q1-2900-gdf79404cd8, Yosys 0.63+post, stock flow scripts
make -C /OpenROAD-flow-scripts/flow DESIGN_CONFIG=/design/flow/config.mk WORK_HOME=/design/flow/orfs finish
### flow/constraint.sdc
current_design StallControlBranch

set clk_period 1.7
set clk_io_pct 0.2

create_clock -name clk0 -period $clk_period

set non_clock_inputs [all_inputs -no_clocks]
set_input_delay [expr $clk_period * $clk_io_pct] -clock clk0 $non_clock_inputs
set_output_delay [expr $clk_period * $clk_io_pct] -clock clk0 [all_outputs]
### flow/config.mk
export PLATFORM = sky130hd
export DESIGN_NAME = StallControlBranch
export DESIGN_NICKNAME = StallControlBranch
export VERILOG_FILES = /design/flow/design.v
export SDC_FILE = /design/flow/constraint.sdc
export NUM_CORES = 4
export LEC_CHECK = 1
export CORE_AREA = 10 10 70 70
export DIE_AREA = 0 0 80 80
### flow/design.v
module StallControlBranch(EX_MEM_memRead,opCode,EX_MEM_Opcode,ID_EX_Opcode,EX_MEM_rt,IF_ID_rs,IF_ID_rt,EX_MEM_rd,ID_EX_rd,stallSignal);
	input EX_MEM_memRead; 
	input [5:0]opCode,EX_MEM_Opcode,ID_EX_Opcode;  
	input [4:0] EX_MEM_rt,IF_ID_rs,IF_ID_rt,EX_MEM_rd,ID_EX_rd;		
	output reg stallSignal;											 
	always@( EX_MEM_memRead or opCode or EX_MEM_rt or IF_ID_rs or IF_ID_rt or EX_MEM_Opcode or ID_EX_Opcode or EX_MEM_rd or ID_EX_rd)	
		begin 
			if(	EX_MEM_memRead && (opCode==4) && ( (EX_MEM_rt==IF_ID_rs) || (EX_MEM_rt==IF_ID_rt) )  )
				begin
					stallSignal=1;
				end
			else if( (EX_MEM_Opcode==0)&& (opCode==4)&&( (EX_MEM_rd==IF_ID_rs) || (EX_MEM_rd==IF_ID_rt) ) ) 
				begin
					stallSignal=1; 
				end			 
			else
				begin
					stallSignal=0;
				end
		end
endmodule
==> results.json <==
{
  "pre_cts_slack_ns": -1.02,
  "portBuffers": 34,
  "violations": "negative setup slack",
  "place.gp.congestion": 0.658,
  "synthTopLogicFamily": "XOR/XNOR gates",
  "grt_use_total": 0.0397,
  "setup.worst_path.end_class": "output pin",
  "cts-hold-fix-buffers": 0,
  "postCtsSetupBuffers": 0,
  "grt_pass1_wl_um": 2080,
  "worst_slack_ns": -0.289,
  "dieArea_um2": 6400,
  "p_leak_nw": 0.253,
  "finalNonFillerCells": 114,
  "die_y_um": 80,
  "chipWidth_um": 80,
  "ys_sh_simple": 0.263,
  "criticalPathCategory": "primary input to output pin",
  "grt_pass1_vias": 431,
  "worstHoldStart": "EX_MEM_Opcode[2]",
  "warnings": 45,
  "synth.avg_cell_area_um2": 7.99,
  "netlist_instances": 34,
  "grt.overflow.total": 0,
  "crit_buf_inv": 2,
  "initial_utilization": 0.0795,
  "most_common_cell": "xnor2_1",
  "routed_wl_um": 1280,
  "period_minus_slack_ns": 1.99,
  "n_clock_buffer": 0,
  "holdCritPathClass": "primary input to output pin",
  "slowest_stage": "or4_4",
  "pwr-share-comb": 1.000,
  "fill_cells": 394,
  "detail_route.wl_per_cell_um": 11.2,
  "antenna_left": 0,
  "fa_ha_area_frac": 0,
  "num_antenna_cells": 0,
  "rsz0062_at_grt": "true",
  "hold_viol_final": 0,
  "vdd_drop_max_mv": 0.0313,
  "first_pass_iters": 2,
  "p_sw_uw": 52.0,
  "holdPathStages": 6,
  "ys_area_um2": 272,
  "slowest_delay_ns": 0.53,
  "setup_violations": 1,
  "drive_gt1_frac": 0.279,
  "yosysTopAreaCellShare": 0.387,
  "synth.area.mux_share": 0,
  "slew_violations": 0,
  "flop-count": 0,
  "vias": 360,
  "power_density_nw_per_um2": 199,
  "intPower_uw": 82.6,
  "clock_power_share": 0,
  "startpoint_type": "primary input",
  "placed_area_um2": 669,
  "drt_iter0_drc": 1,
  "vias_per_cell": 3.16,
  "seqPwrFrac": 0,
  "syn_to_final_growth_pct": 149,
  "crit_arrival_ns": 1.65,
  "tns_ns": -0.289,
  "seq_area_frac_synth": 0,
  "grt_antenna_before_repair": 0,
  "fmax_mhz": 503,
  "worst_pin_slew_ns": 0.249,
  "status": "complete, but fails checks",
  "boundaryPins": 45,
  "dp_cells": 114,
  "hold_end": "stallSignal",
  "seq_area_um2": 0,
  "ys_sh_aoi": 0.0922,
  "ys_cells": 34,
  "critPathTopFamily": "simple AND/OR/NAND/NOR gates",
  "switching_share": 0.386,
  "ys_types": 9,
  "ys_top_cells_by_area": "xnor2_1 39%, xor2_1 26%, nand3_1 7.4%",
  "ys_warn_count": 1,
  "total_power_uw": 135,
  "ys_sh_xor": 0.645,
  "synth_top_cell_by_area": "xnor2_1",
  "final_util": 0.198,
  "timing.slew.headroom": 0.834,
  "fin_crit_sh": 1.17,
  "synthTopCellsByCount": "12 x xnor2_1, 8 x xor2_1, 4 x nand3_1, 4 x nor3_1, 2 x o21ai_1",
  "whs_ns": 1.10,
  "core.rowCount": 21,
  "required_ns": 1.36,
  "cp_cell_sequence": "buf_6, or4_4, nor3_4, o21ai_2, a2111oi_2, buf_2",
  "core_area_um2": 3420,
  "grt_max_degree": 3,
  "dp.final_hpwl_um": 1280,
  "cp_max_fo": 1,
  "cap_violations": 0,
  "syn-cell-area_um2": 272,
  "drc": 0,
  "stdcell_area_um2": 676
}
==> power by group through the flow <==
| stage | Clock (mW) | Combinational [mW] | Sequential (mW) |
|---|---|---|---|
| 4_1_cts | 0 | 0.129 | 0 |
| 5_1_grt | 0 | 0.147 | 0 |
| 6_report | 0 | 0.135 | 0 |
==> tightest hold or removal path, cell delays in order <==
cell and delay, ns:
buf_6 0.06, or4_4 0.11, nor3_4 0.03, o21ai_2 0.05, a2111oi_2 0.06, buf_2 0.10
==> how the worst max path moves through the flow <==
stage | cells past startpoint | startpoint | to | slack [ns]
6_report | 6 | EX_MEM_Opcode[3] | stallSignal | -0.29
5_1_grt | 7 | EX_MEM_rt[4] | stallSignal | -0.39
4_1_cts | 6 | EX_MEM_Opcode[2] | stallSignal | -0.34
==> area by class of cell <==
class | instances | area, um2 | share of cell area
multi-input combinational | 34 | 317 | 0.469
tap | 46 | 57.6 | 0.0852
timing repair buffer | 34 | 302 | 0.446
==> cells in the final DEF, fill, tap and decap left out <==
cell type / count
a2111oi_2: 1
buf_2: 2
buf_6: 2
clkbuf_2: 4
clkdlybuf4s15_1: 5
clkdlybuf4s50_1: 9
dlygate4sd2_1: 11
dlymetal6s2s_1: 1
nand3_1: 4
nor3_2: 4
nor3_4: 1
o21ai_2: 2
or4_4: 1
or4b_4: 1
xnor2_1: 11
xnor2_2: 1
xor2_1: 8
==> what timing repair did <==
action / CTS / global route
resized: 37 / 20
pin swaps: 11 / 19
endpoints found under the setup margin: 1 / 1
==> per-layer routing <==
metal	share of wire	vias up	track usage	wire [um]
li1	-	188	-	-
met1	0.27	170	0.0376	351
met2	0.72	2	0.0923	926
met3	0.00078	0	0	1
met4	0	0	0	0
met5	0	-	0	0
==> cell families after synthesis <==
logic type                count (synthesis)
xor gates and xnor gates                 20
and+or+nand+nor                          11
AOI/OAI and AO/OA                         3
Power figures rest on the tool's default switching activity, not on a simulated workload.
